## flow/design.v

```verilog
module ne (
    CLR,
    T3,
    C,
    Z,
    RSWA,
    RSWB,
    RSWC,
    W3,
    W2,
    W1,
    IR,
    LDZ,
    LDC,
    CIN,
    DRW,
    S,
    SEL,
    M,
    ABUS,
    SBUS,
    MBUS,
    PCINC,
    PCADD,
    ARINC,
    LPC,
    LAR,
    STOP,
    SELCTL,
    LONG,
    SHORT,
    LIR,
    MEMW
);
  input CLR, T3, C, Z, RSWA, RSWB, RSWC, W3, W2, W1;
  input [3:0] IR;
  output reg LDZ, LDC, CIN, DRW,M, ABUS, SBUS, MBUS,PCINC, PCADD, ARINC, LPC, LAR, STOP, SELCTL,LONG, SHORT, LIR, MEMW;
  output reg [3:0] S;
  output reg [3:0] SEL;
  reg ADD, SUB, SIGAND, SIGOR, SIGXOR, LD, ST, NOP, INC, JC, JZ, JMP, SIGOUT, CMP, STP;
  reg STO, SSTO;
  reg SWC, SWB, SWA;
  reg SYSW;
  always @(negedge CLR or negedge T3) begin
    if (CLR == 0) begin
      STO  <= 0;
      SSTO <= 0;
      LONG <= 0;   
    end else begin   
      if ((~W1) & (~W2) & (~W3)) begin   
        SWA <= RSWA;
        SWB <= RSWB;
        SWC <= RSWC;
      end else
        case ({
          SWA, SWB, SWC, SSTO, STO, W1, W2
        })
          7'b0010010: begin
            SSTO <= 1;
          end
          7'b0011001: begin
            STO <= 1;
          end
          7'b1000010: begin
            STO <= 1;
          end
          7'b0100010: begin
            STO <= 1;
          end
          7'b0000010: begin
            SSTO <= 1;
          end
          7'b0001001: begin
            STO <= 1;
          end
          default: ;
        endcase
    end
  end
  always @(SWC, SWB, SWA, IR, STO) begin
    ADD <= 0;
    SUB <= 0;
    SIGAND <= 0;
    SIGOR <= 0;
    SIGXOR <= 0;
    LD <= 0;
    ST <= 0;
    NOP <= 0;
    INC <= 0;
    JC <= 0;
    JZ <= 0;
    JMP <= 0;
    SIGOUT <= 0;
    CMP <= 0;
    STP <= 0;
    if (SWC == 0 && SWB == 0 && SWA == 0 && STO == 1) begin
      case (IR)
        4'B0001: ADD <= STO;
        4'B0010: SUB <= STO;
        4'B0011: SIGAND <= STO;
        4'B0100: INC <= STO;
        4'B0101: LD <= STO;
        4'B0110: ST <= STO;
        4'B0111: JC <= STO;
        4'B1000: JZ <= STO;
        4'B1001: JMP <= STO;
        4'B1010: SIGOUT <= STO;
        4'B1011: SIGOR <= STO;
        4'B1100: SIGXOR <= STO;
        4'B1101: NOP <= STO;
        4'B1110: STP <= STO;
      endcase
    end
  end
  always @(SWA, SWB, SWC, W1, W2, W3, STO,ADD, SUB, SIGAND, SIGOR, SIGXOR, LD, ST, NOP, INC, JC, JZ, JMP, SIGOUT, CMP, STP) begin   
    LIR <= ((~ SWC) & (~ SWB) & (~ SWA)) & 
		   ((W2 & (~ STO)) |
			((ADD | SUB | SIGAND | SIGOR | SIGXOR | 
			 NOP | INC | SIGOUT | CMP | JMP) & W1) |
			 ((LD | ST) & W2) |
			 (JC & C & W2) |
			 (JZ & Z & W2) |
			 (JC & (~ C) & W1) |
			 (JZ & (~ Z) & W1));
    LDZ <= ((~SWC) & (~SWB) & (~SWA) & W1) & (ADD | SUB | SIGAND | INC | SIGOR | SIGXOR | CMP);
    LDC <= ((~SWC) & (~SWB) & (~SWA) & W1) & (ADD | SUB | INC | JMP);
    CIN <= (~SWC) & (~SWB) & (~SWA) & W1 & ADD;
    DRW <= (SWC & (~ SWB) & (~ SWA) & (W1 | W2)) | 
		   ( ((~ SWC) & (~ SWB) & (~ SWA)) & 
		     (((ADD | SUB | SIGAND | SIGOR | SIGXOR | INC  ) & W1) | 
		      (LD & W2)));
    M <= (~ SWC) & (~ SWB) & (~ SWA) & 
		 (((SIGAND | SIGOR | SIGXOR  | LD | ST | JMP | SIGOUT) & W1) | (ST & W2));
    ABUS <= (~ SWC) & (~ SWB) & (~ SWA) & 
			(((ADD | SUB | SIGAND | SIGOR | SIGXOR | LD | 
			   ST  | INC | JMP | SIGOUT) & W1) | 
			 (ST & W2)
			 );
    SBUS <= ((SWC & (~ SWB) & (~ SWA)) & (W1 | W2)) | 
			((~ SWC) & SWB & (~ SWA) & (~ STO) & W1) | 
			((~ SWC) & (~ SWB) & SWA & W1) | 
			((~ SWC) & (~ SWB) & (~ SWA) & (~ STO) & W1);
    MBUS <= ((~SWC) & SWB & (~SWA) & STO & W1) | ((~SWC) & (~SWB) & (~SWA) & LD & W2);
    PCINC <= ((~ SWC) & (~ SWB) & (~ SWA)) & 
		     ((W2 & (~ STO)) |
			  ((ADD | SUB | SIGAND | SIGOR | SIGXOR |NOP | INC | SIGOUT | CMP | JMP) & W1) |
			   ((LD | ST ) & W2) |
			   (JC & C & W2) |
			   (JZ & Z & W2) |
			   (JC & (~ C) & W1) |
			   (JZ & (~ Z) & W1));
    PCADD <= (~SWC) & (~SWB) & (~SWA) & ((JC & C) | (JZ & Z)) & W1;
    LPC <= ((~SWC) & (~SWB) & (~SWA) & JMP & W1) | ((~SWC) & (~SWB) & (~SWA) & W1 & (~STO));
    LAR <= ((~ SWC) & SWB & (~ SWA) & (~ STO) & W1) | 
		   ((~ SWC) & (~ SWB) & SWA & W1 & (~ STO)) | 
		   ((~ SWC) & (~ SWB) & (~ SWA) & W1 & (LD | ST));
    ARINC <= ((~SWC) & SWB & (~SWA) & STO & W1) | ((~SWC) & (~SWB) & SWA & STO & W1);
    STOP <= (SWC & (~ SWB) & (~ SWA)) | 
			((~ SWC) & SWB & SWA) 	   | 
			((~ SWC) & SWB & (~ SWA)) | 
			((~ SWC) & (~ SWB) & SWA) | 
			((~ SWC) & (~ SWB) & (~ SWA) & 
			 (((~ STO) & W1) | (STO & STP & W1))
			 );
    SELCTL <= (((SWC & (~ SWB) & (~ SWA)) | 
				((~ SWC) & SWB & SWA)) & (W1 | W2)) | 
			  ((((~ SWC) & SWB & (~ SWA)) | 
			    ((~ SWC) & (~ SWB) & SWA)) & W1) | 
			  ((~ SWC) & (~ SWB) & (~ SWA) & W1 & (~ STO));
    SHORT <= ((~ SWC) & (~ SWB) & SWA & W1) | 
			 ((~ SWC) & SWB & (~ SWA) & W1) |
			 ((~ SWC) & (~ SWB) & (~ SWA) & 
			   (W1 & (ADD | SUB | SIGAND | SIGOR | SIGXOR | CMP |
			 INC | (JC & (~ C)) | (JZ & (~ Z)) | SIGOUT)));
    MEMW <= ((~SWC) & (~SWB) & SWA & STO & W1) | ((~SWC) & (~SWB) & (~SWA) & ST & W2);
    S[3] <= ((~ SWC) & (~ SWB) & (~ SWA)) & 
			((W1 & (ADD | SIGAND | SIGOR | LD | ST  | JMP | SIGOUT)) | 
			 (ST & W2)
			 );
    S[2] <= ((~SWC) & (~SWB) & (~SWA) & W1) & (SUB | SIGOR | SIGXOR | ST | JMP | CMP);
    S[1] <= ((~ SWC) & (~ SWB) & (~ SWA)) & 
			((W1 & (SUB | SIGAND | SIGOR | SIGXOR | 
			  LD | ST | JMP | SIGOUT | CMP)) | 
			  (ST & W2)
			 );
    S[0] <= (~SWC) & (~SWB) & (~SWA) & (ADD | SIGAND | ST | JMP) & W1;
    SEL[3] <= ((SWC & (~SWB) & (~SWA) & STO) & (W1 | W2)) | ((~SWC) & SWB & SWA & W2);
    SEL[2] <= (SWC & (~SWB) & (~SWA) & W2);
    SEL[1] <= (SWC & (~ SWB) & (~ SWA) & (~ STO) & W1) | 
			  (SWC & (~ SWB) & (~ SWA) & STO & W2)       | 
			  ((~ SWC) & SWB & SWA & W2);
    SEL[0] <= (SWC & (~ SWB) & (~ SWA) & (~ STO) & W1) | 
			  (SWC & (~ SWB) & (~ SWA) & STO & W1)       | 
			  ((~ SWC) & SWB & SWA & (W1 | W2));
  end
endmodule
```

## flow/run.sh

```bash
#!/bin/bash
# OpenROAD 26Q1-2900-gdf79404cd8, Yosys 0.63+post, stock flow scripts
make -C /OpenROAD-flow-scripts/flow DESIGN_CONFIG=/design/flow/config.mk WORK_HOME=/design/flow/orfs finish
```

## flow/config.mk

```make
export PLATFORM = sky130hd
export DESIGN_NAME = ne
export DESIGN_NICKNAME = ne
export VERILOG_FILES = /design/flow/design.v
export SDC_FILE = /design/flow/constraint.sdc
export NUM_CORES = 4
export LEC_CHECK = 1
export CORE_AREA = 10 10 76 76
export DIE_AREA = 0 0 86 86
```

## flow/constraint.sdc

```tcl
current_design ne

set clk_period 3.9
set clk_io_pct 0.2

create_clock -name clk0 -period $clk_period [get_ports {T3}]

set non_clock_inputs [all_inputs -no_clocks]
set_input_delay [expr $clk_period * $clk_io_pct] -clock clk0 $non_clock_inputs
set_output_delay [expr $clk_period * $clk_io_pct] -clock clk0 [all_outputs]
```

==> impl_metrics.yaml <==
# physical design summary
worst_setup_path:
  worstSetupPathDepth: 7
  worstPathMaxFanout: 3
  slowest_stage: "or4b_4"
  path_cells: "buf_6 > or4b_4 > nor2_4 > buf_4 > o221ai_1 > nand3_2 > buf_2"
  worst_path_largest_cell_delay_ns: 0.57
  end_kind: "output port"
  crit_buf_inv: 3
  r2r_cells: 8
  worstSetupStartpointType: "flip-flop"
  critPathRequiredTime_ns: 3.12
  path_class: "reg2out"
  crit_family: "simple AND/OR/NAND/NOR gates"
  arrival_ns: 3.97
floorplanning:
  ioPinCount: 41
  core_area_sq_um: 4115
  dieArea_sq_um: 7396
  die.size.y_um: 86
  fp_util: 0.2356
  rows: 23
  chipWidth_um: 86
synthesis:
  ys_area_sq_um: 969.7
  largest_area_cell: "edfxtp_1"
  synthFlopType: "edfxtp_1"
  yosysWarnings: 1
  synthCells: 137
  synth.top_cell.area_share: 0.09290
  avgSynthCellArea_sq_um: 7.078
  synth_seq_share: 0.1445
  syn_area_sq_um: 969.7
  yosys_register_bits: 5
  synth_cell_types: 48
  topCellsByArea: "edfxtp_1, nor2_1, o21ai_0"
  async_reset_ff_frac: 0.4000
  edf_count: 3
  yosys_cells: 137
drt:
  via_per_inst: 5.153
  route.antenna.remaining_nets: 0
  wl_per_cell_um: 15.21
  drc: 0
  antenna_cells: 0
  routed_wl_um: 4274
  drt_iter0_markers: 128
  vias: 1448
  firstDrtPassIters: 4
clock_tree:
  clock_path_buffers: 2
  cts_tree: "yes"
  clk_pin_slew_worst_paths_ns: 0.03
  cts_buffers: 3
  root_buffer: "clkbuf_8"
  insertion_delay_ns: 0.28
  cts.sinks: 5
  cts_hold_buf: 0
  htree_levels: 1
power_and_ir_drop:
  power.density_nw_per_um2: 153.9
  pwr-share-seq: 0.205
  vdd_drop_max_mv: 0.1896
  p_switching_mw: 0.1060
  p_int_mw: 0.2182
  p_clk_frac: 0.323
  switching_share: 0.3270
  comb_power_share: 0.472
  p_leak_nw: 0.9664
grt:
  grt_pass1_wl_um: 6023
  grt_max_degree: 19
  overflow: 0
  grt_use_total: 0.09496
  antenna_found_initial: 0
  grt_pass1_vias: 1305
timing:
  finClkSkew_ns: 0.04084
  finalSetupViolCount: 26
  rsz0062_at_grt: "true"
  report.final.slew_viol_count: 0
  hold_viol: 0
  layout_setup_ws_ns: -0.8546
finish:
  area_growth_pct: 117.3
  fin_cells: 281
  drive_gt1_frac: 0.6017
  finalInstanceArea_sq_um: 2107
place:
  io_buffers: 39
  place_area_sq_um: 1582
  dp_hpwl_um: 2687
  globalplace.congestion: 0.8871
  dp.cells: 241
run_status:
  violations: "setup timing"
  outcome: "complete, but fails checks"
job:
  maxCapViolations: 0
  tool_warnings: 31
min_path:
  hp-class: "reg2reg"
  hold_depth: 1
## timing repair
action	CTS	global route
gates cloned	0	1
setup endpoints to repair	26	28
gates resized	101	52
setup buffers	21	14
pin swaps	23	22
## stage by stage
| stage | utilization | hold WS (ns) | setup slack (ns) | setup TNS, ns | power, mW |
|---|---|---|---|---|---|
| after floorplan | - | 0.4290 | -0.2962 | -1.655 | 0.1297 |
| after global placement | 0.3843 | 0.4524 | -0.7937 | -17.72 | 0.1856 |
| after detailed placement | 0.3843 | 0.4645 | -0.8190 | -18.02 | 0.1854 |
| after CTS | 0.4476 | 0.4641 | -0.8252 | -17.61 | 0.3036 |
| after global routing | 0.5120 | 0.5123 | -0.9366 | -18.83 | 0.3467 |
| final | 0.5120 | 0.4524 | -0.8546 | -16.78 | 0.3242 |
## power by group through the flow
| stage | clock network, mW | logic, mW | registers [mW] |
|---|---|---|---|
| 5_1_grt | 0.114 | 0.165 | 0.0678 |
| 6_report | 0.105 | 0.153 | 0.0664 |
| 4_1_cts | 0.109 | 0.128 | 0.0663 |
## routing by layer
layer | track usage | vias up | share of wire
met2 | 0.1623 | 62 | 0.49
met5 | 0 | - | 0
li1 | - | 691 | -
met4 | 0.008982 | 0 | 0.0089
met1 | 0.1286 | 691 | 0.45
met3 | 0.01144 | 4 | 0.055
## synth_stat cells (2+ instances only)
library cell   n
dfrtn_1        2
o21ai_0       11
nand2b_1       6
o221ai_1       2
nand2_1       10
or4b_4         2
a32oi_1        2
a21oi_1        6
mux2i_1        3
nor2_1        17
o22ai_1        2
buf_4          2
nand3b_1       2
nand3_1        5
or3b_2         3
buf_2          9
inv_1          6
nor3_1         2
o211ai_1       3
edfxtp_1       3
nor2b_1        6
clkbuf_1       3
o21bai_1       2
o21a_1         2
o31ai_1        3
## worst reg2reg max path: stages, from the launching register on
cell	delay [ns]
edfxtp_1	0.44
buf_6	0.15
buf_6	0.13
buf_6	0.12
xor2_2	0.13
nand3_2	0.12
buf_4	0.19
buf_4	0.13
o31ai_1	0.21
## cell families (layout without fill, tap and decap cells)
group | after synthesis | in the layout | share of synthesized area
DFF | 5 | 5 | 0.1445
other | 1 | 1 | 0.003867
adders and majority gates | 1 | 1 | 0.01032
and+or+nand+nor | 63 | 63 | 0.3884
muxes | 3 | 3 | 0.03097
AOI/OAI and AO/OA | 42 | 42 | 0.3071
xor gates and xnor gates | 2 | 2 | 0.01807
buffers and inverters | 20 | 114 | 0.09676
## cells in the final DEF, fill, tap and decap left out, drive strengths merged, types with 3 or more instances in the layout
cell and count:
o31ai 3, a21oi 6, or3b 3, nor2b 6, clkbuf 11, nor2 18, o21ai 11, o211ai 4
nand3 6, clkdlybuf4s50 12, inv 8, edfxtp 3, nand2b 6, mux2i 3, buf 82, nand2 11
## state kept, by name (all words and copies together) (netlist names)
register / flops
SSTO: 1
STO: 1
SWA: 1
SWB: 1
SWC: 1
## final timing paths
check                                 start               end  slack (ns)
max in group asynchronous               CLR  SSTO$_DFFE_NN0P_        1.14
min in group asynchronous               CLR   STO$_DFFE_NN0P_        2.64
hold reg to reg            SSTO$_DFFE_NN0P_  SSTO$_DFFE_NN0P_        0.45
hold / removal             SSTO$_DFFE_NN0P_  SSTO$_DFFE_NN0P_        0.45
setup / recovery              SWA$_DFFE_NP_             SHORT       -0.85
setup reg to reg              SWB$_DFFE_NP_   STO$_DFFE_NN0P_        2.24
## cell type report
class | instances | area, sq um
clock buffers | 4 | 45.04
clock inverters | 3 | 11.26
fillers | 355 | 2008
inverters | 5 | 18.77
multi-input cells | 112 | 962.2
flip-flops and latches | 5 | 140.1
well taps | 50 | 62.56
repair buffers | 102 | 867.1
Power and IR drop assume default switching activity.
